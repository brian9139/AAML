[flow/config.mk]
export PLATFORM = sky130hd
export DESIGN_NAME = TPU
export DESIGN_NICKNAME = TPU
export VERILOG_FILES = /design/flow/design.v
export SDC_FILE = /design/flow/constraint.sdc
export NUM_CORES = 4
export LEC_CHECK = 1
export CORE_UTILIZATION = 30
[flow/constraint.sdc]
current_design TPU

set clk_period 207.8
set clk_io_pct 0.2

create_clock -name clk0 -period $clk_period [get_ports {clk}]

set non_clock_inputs [all_inputs -no_clocks]
set_input_delay [expr $clk_period * $clk_io_pct] -clock clk0 $non_clock_inputs
set_output_delay [expr $clk_period * $clk_io_pct] -clock clk0 [all_outputs]
[flow/design.v]
module systolic_array(
    clk,
    rst_n,
    state,
    datain_h,
    datain_v,
    psum_1,
    psum_2,
    psum_3,
    psum_4
);
    input clk;
    input rst_n;
    input [1:0] state;
    input [31:0] datain_h;
    input [31:0] datain_v;
    output wire [127:0] psum_1;
    output wire [127:0] psum_2;
    output wire [127:0] psum_3;
    output wire [127:0] psum_4;
    wire [31:0] psum [0:15];  
    wire [95:0] dataout_h;
    wire [95:0] dataout_v;
    parameter WRITE = 2'd2;
    assign psum_1 = (state == WRITE)?{psum[0], psum[1], psum[2], psum[3]} : 128'b0;
    assign psum_2 = (state == WRITE)?{psum[4], psum[5], psum[6], psum[7]} : 128'b0;
    assign psum_3 = (state == WRITE)?{psum[8], psum[9], psum[10], psum[11]} : 128'b0;
    assign psum_4 = (state == WRITE)?{psum[12], psum[13], psum[14], psum[15]} : 128'b0;
    PE pe1(
        .clk (clk),
        .rst_n (rst_n),
        .state (state),
        .in_west (datain_h[31:24]),
        .in_north (datain_v[31:24]),
        .out_east (dataout_h[7:0]),
        .out_south (dataout_v[7:0]),
        .psum (psum[0])
    );
    PE pe2(
        .clk (clk),
        .rst_n (rst_n),
        .state (state),
        .in_west (dataout_h[7:0]),
        .in_north (datain_v[23:16]),
        .out_east (dataout_h[15:8]),
        .out_south (dataout_v[15:8]),
        .psum (psum[1])
    );
    PE pe3(
        .clk (clk),
        .rst_n (rst_n),
        .state (state),
        .in_west (dataout_h[15:8]),
        .in_north (datain_v[15:8]),
        .out_east (dataout_h[23:16]),
        .out_south (dataout_v[23:16]),
        .psum (psum[2])
    );
    PE pe4(
        .clk (clk),
        .rst_n (rst_n),
        .state (state),
        .in_west (dataout_h[23:16]),
        .in_north (datain_v[7:0]),
        .out_east (),  
        .out_south (dataout_v[31:24]),
        .psum (psum[3])
    );
    PE pe5(
        .clk (clk),
        .rst_n (rst_n),
        .state (state),
        .in_west (datain_h[23:16]),
        .in_north (dataout_v[7:0]),
        .out_east (dataout_h[31:24]),
        .out_south (dataout_v[39:32]),
        .psum (psum[4])
    );
    PE pe6(
        .clk (clk),
        .rst_n (rst_n),
        .state (state),
        .in_west (dataout_h[31:24]),
        .in_north (dataout_v[15:8]),
        .out_east (dataout_h[39:32]),
        .out_south (dataout_v[47:40]),
        .psum (psum[5])
    );
    PE pe7(
        .clk (clk),
        .rst_n (rst_n),
        .state (state),
        .in_west (dataout_h[39:32]),
        .in_north (dataout_v[23:16]),
        .out_east (dataout_h[47:40]),
        .out_south (dataout_v[55:48]),
        .psum (psum[6])
    );
    PE pe8(
        .clk (clk),
        .rst_n (rst_n),
        .state (state),
        .in_west (dataout_h[47:40]),
        .in_north (dataout_v[31:24]),
        .out_east (),
        .out_south (dataout_v[63:56]),
        .psum (psum[7])
    );
    PE pe9(
        .clk (clk),
        .rst_n (rst_n),
        .state (state),
        .in_west (datain_h[15:8]),
        .in_north (dataout_v[39:32]),
        .out_east (dataout_h[55:48]),
        .out_south (dataout_v[71:64]),
        .psum (psum[8])
    );
    PE pe10(
        .clk (clk),
        .rst_n (rst_n),
        .state (state),
        .in_west (dataout_h[55:48]),
        .in_north (dataout_v[47:40]),
        .out_east (dataout_h[63:56]),
        .out_south (dataout_v[79:72]),
        .psum (psum[9])
    );
    PE pe11(
        .clk (clk),
        .rst_n (rst_n),
        .state (state),
        .in_west (dataout_h[63:56]),
        .in_north (dataout_v[55:48]),
        .out_east (dataout_h[71:64]),
        .out_south (dataout_v[87:80]),
        .psum (psum[10])
    );
    PE pe12(
        .clk (clk),
        .rst_n (rst_n),
        .state (state),
        .in_west (dataout_h[71:64]),
        .in_north (dataout_v[63:56]),
        .out_east (),
        .out_south (dataout_v[95:88]),
        .psum (psum[11])
    );
    PE pe13(
        .clk (clk),
        .rst_n (rst_n),
        .state (state),
        .in_west (datain_h[7:0]),
        .in_north (dataout_v[71:64]),
        .out_east (dataout_h[79:72]),
        .out_south (),
        .psum (psum[12])
    );
    PE pe14(
        .clk (clk),
        .rst_n (rst_n),
        .state (state),
        .in_west (dataout_h[79:72]),
        .in_north (dataout_v[79:72]),
        .out_east (dataout_h[87:80]),
        .out_south (),
        .psum (psum[13])
    );
    PE pe15(
        .clk (clk),
        .rst_n (rst_n),
        .state (state),
        .in_west (dataout_h[87:80]),
        .in_north (dataout_v[87:80]),
        .out_east (dataout_h[95:88]),
        .out_south (),
        .psum (psum[14])
    );
    PE pe16(
        .clk (clk),
        .rst_n (rst_n),
        .state (state),
        .in_west (dataout_h[95:88]),
        .in_north (dataout_v[95:88]),
        .out_east (),
        .out_south (),
        .psum (psum[15])
    );
endmodule
module PE(
    clk,
    rst_n,
    state,
    in_west,  
    in_north,  
    out_east,  
    out_south,
    psum  
);  
    input clk , rst_n;
    input [1:0] state;
    input signed [7:0]  in_west , in_north;
    output reg [7:0] out_east , out_south;
    output wire [31:0] psum;
    reg [31:0] maccout;
    reg [31:0] west_c , north_c;  
    wire signed [31:0] product;
    localparam IDLE = 2'd0;
    localparam READ = 2'd1;
    assign psum = maccout;
    assign product = in_west * in_north;
    always @(posedge clk or negedge rst_n) begin
        if (!rst_n) begin
            maccout <= 0;
            out_east <= 0;
            out_south <= 0;
        end else if (state == READ) begin
            maccout <= maccout + product;
            out_east <= in_west;
            out_south <= in_north;
        end else if (state == IDLE) begin
            maccout <= 0;
        end
    end
endmodule
module TPU 
#(
    parameter ADDR_BITS=12
)
(
    clk,
    rst_n,
    in_valid,
    K,
    M,
    N,
    busy,
    A_wr_en,
    A_index,
    A_data_in,
    A_data_out,
    B_wr_en,
    B_index,
    B_data_in,
    B_data_out,
    C_wr_en,
    C_index,
    C_data_in,
    C_data_out
);
input clk;
input rst_n;
input            in_valid;
input [7:0]      K;
input [7:0]      M;
input [7:0]      N;
output  reg      busy;
output           A_wr_en;
output [ADDR_BITS-1:0]    A_index;
output [31:0]    A_data_in;
input  [31:0]    A_data_out;
output           B_wr_en;
output [ADDR_BITS-1:0]    B_index;
output [31:0]    B_data_in;
input  [31:0]    B_data_out;
output           C_wr_en;
output [ADDR_BITS-1:0]    C_index;
output [127:0]   C_data_in;
input  [127:0]   C_data_out;
reg [7:0] K_reg, M_reg, N_reg;
wire [1:0] state, n_state;
wire [31:0] counter;
wire [31:0] datain_h, datain_v;
wire [127:0] psum_1, psum_2, psum_3, psum_4;
parameter IDLE = 2'd0;
parameter READ = 2'd1;
parameter WRITE = 2'd2;
parameter FINISH = 2'd3;
always @(posedge clk or negedge rst_n) begin
    if (!rst_n) begin
        busy <= 0;
    end else if (in_valid) begin
        busy <= 1;
    end else if (n_state == FINISH) begin
        busy <= 0;
    end
end
always @(posedge clk) begin
    if(K > 0) begin  
        K_reg <= K;
        M_reg <= M;
        N_reg <= N;
    end
end
data_loader A_loader(
    .clk(clk),
    .rst_n(rst_n),
    .state(state),
    .in_data(A_data_out),
    .K_reg(K_reg), 
    .counter(counter),
    .out_wire(datain_h)
);
data_loader B_loader(
    .clk(clk),
    .rst_n(rst_n),
    .state(state),
    .in_data(B_data_out),
    .K_reg(K_reg),
    .counter(counter),
    .out_wire(datain_v)
);
systolic_array systolic(
    .clk(clk),
    .rst_n(rst_n),
    .state(state),
    .datain_h(datain_h),  
    .datain_v(datain_v),  
    .psum_1(psum_1),
    .psum_2(psum_2),
    .psum_3(psum_3),
    .psum_4(psum_4)
);
controller ctrl(
    .clk(clk),
    .rst_n(rst_n),
    .in_valid(in_valid),
    .busy(busy),
    .K_reg(K_reg),
    .M_reg(M_reg),
    .N_reg(N_reg),
    .psum_1(psum_1),
    .psum_2(psum_2),
    .psum_3(psum_3),
    .psum_4(psum_4),
    .state_wire(state),
    .n_state_wire(n_state),
    .A_wr_en(A_wr_en),
    .B_wr_en(B_wr_en),
    .C_wr_en(C_wr_en),
    .A_data_in(A_data_in),
    .B_data_in(B_data_in),
    .C_data_in(C_data_in),
    .A_index(A_index),
    .B_index(B_index),
    .C_index(C_index),
    .counter_wire(counter)
);
endmodule
module data_loader(
    clk,
    rst_n,
    state,
    in_data,
    K_reg, 
    counter, 
    out_wire
);
    input clk;
    input rst_n;
    input [1:0] state;
    input [31:0] in_data;
    input [7:0] K_reg;
    input [31:0] counter;
    output wire [31:0] out_wire;
    localparam IDLE = 2'b0;
    localparam READ = 2'b1;
    reg [31:0] out;
    reg [7:0] temp_out1;
    reg [15:0] temp_out2;
    reg [23:0] temp_out3;
    reg [31:0] temp_out4;
    assign out_wire = (state==READ)? out : 32'b0;
    always @(posedge clk or negedge rst_n) begin
        if(!rst_n) begin
            temp_out1 <= 0;
            temp_out2 <= 0;
            temp_out3 <= 0;
            temp_out4 <= 0;
            out <= 0;
        end else if(state == IDLE) begin
            temp_out1 <= 0;
            temp_out2 <= 0;
            temp_out3 <= 0;
            temp_out4 <= 0;
            out <= 0;
        end  else if(state == READ) begin
            if(counter < K_reg) begin
                temp_out1 <= in_data[31:24];
                temp_out2 <= {temp_out2[7:0] , in_data[23:16]};  
                temp_out3 <= {temp_out3[15:0] , in_data[15:8]};
                temp_out4 <= {temp_out4[23:0] , in_data[7:0]};
                out <= {in_data[31:24], temp_out2[7:0], temp_out3[15:8], temp_out4[23:16]};  
            end
            else begin
                temp_out1 <= temp_out1 << 8;
                temp_out2 <= temp_out2 << 8;
                temp_out3 <= temp_out3 << 8;
                temp_out4 <= temp_out4 << 8;
                out <= {8'b0, temp_out2[7:0], temp_out3[15:8], temp_out4[23:16]}; 
            end
        end
    end
endmodule
module controller
#(
    parameter ADDR_BITS=12
)
(
    clk,
    rst_n,
    in_valid,
    busy,
    K_reg,
    M_reg,
    N_reg,
    psum_1,
    psum_2,
    psum_3,
    psum_4,
    state_wire,
    n_state_wire,
    A_wr_en,
    B_wr_en,
    C_wr_en,
    A_data_in,
    B_data_in,
    C_data_in,
    A_index,
    B_index,
    C_index,
    counter_wire
);
    input clk;
    input rst_n;
    input in_valid;
    input [7:0] K_reg;
    input [7:0] M_reg;
    input [7:0] N_reg;
    input [127:0] psum_1;
    input [127:0] psum_2;
    input [127:0] psum_3;
    input [127:0] psum_4;
    input busy;
    output wire [1:0] state_wire;
    output wire [1:0] n_state_wire;
    output A_wr_en;
    output B_wr_en;
    output C_wr_en;
    output [31:0] A_data_in;
    output [31:0] B_data_in;
    output [127:0] C_data_in;
    output [ADDR_BITS-1:0] A_index;
    output [ADDR_BITS-1:0] B_index;
    output [ADDR_BITS-1:0] C_index;
    output wire [31:0] counter_wire;
    reg [1:0] state;
    reg [1:0] n_state;
    reg [2:0] out_cycle;  
    reg [7:0] a_offset;
    reg [7:0] b_offset;
    reg [7:0] counter_a;
    reg [7:0] counter_b;
    reg [31:0] counter;
    reg [31:0] counter_out;  
    reg [15:0] idx_a;
    reg [15:0] idx_b;
    reg [15:0] idx_c;
    parameter IDLE = 2'd0;
    parameter READ = 2'd1;
    parameter WRITE = 2'd2;
    parameter FINISH = 2'd3;
    assign state_wire = state;
    assign n_state_wire = n_state;
    assign counter_wire = counter;
    assign A_index = (state==READ)? idx_a : 0;
    assign B_index = (state==READ)?idx_b : 0;
    assign C_index = idx_c;
    always @(posedge clk or negedge rst_n) begin
        if(!rst_n) 
            state <= IDLE;
        else 
            state <= n_state;
    end
    always @(*) begin
        case (state)
            IDLE: 
                n_state = (in_valid || busy) ? READ : IDLE;
            READ: 
                n_state = (counter <= (K_reg + 6)) ? READ : WRITE; 
            WRITE: 
                n_state = (counter_out < out_cycle) ? WRITE : (counter_b == b_offset) ? FINISH : IDLE;
            FINISH: 
                n_state = IDLE;
            default: 
                n_state = IDLE;
        endcase
    end
    always @(*) begin
        a_offset = ((M_reg+3)/4);  
        b_offset = ((N_reg+3)/4);  
    end
    assign A_wr_en = 0;
    assign B_wr_en = 0;
    assign C_wr_en = (n_state == WRITE) ? 1 : 0;
    always @(posedge clk or negedge rst_n) begin
        if(!rst_n) out_cycle <= 0;
        else if(state == busy)
            out_cycle <= (counter_a == (a_offset - 1) && M_reg[1:0] != 2'b00 ) ? M_reg[1:0] : 4;  
        else
            out_cycle <= out_cycle;
    end
    always @(posedge clk or negedge rst_n) begin
        if(!rst_n) counter <= 0;
        else begin
            if(state == READ)
                counter <= counter + 1;
            else
                counter <= 0;
        end
    end
    always @(posedge clk or negedge rst_n) begin
        if(!rst_n) counter_a <= 0;
        else begin
            if(counter_out == out_cycle-1 && state == WRITE) begin
                if(counter_a < a_offset)
                    counter_a <= counter_a + 1;
                else
                    counter_a <= 1;
            end
        else if(state == FINISH)
            counter_a <= 0;
        end
    end
    always @(posedge clk or negedge rst_n) begin
        if(!rst_n) counter_b <= 0;
        else begin
            if(n_state == IDLE && counter_a == a_offset && busy)
                counter_b <= counter_b + 1;
            else if(state == FINISH)
                counter_b <= 0;
        end
    end
    always @(posedge clk or negedge rst_n) begin
        if(!rst_n) counter_out <= 0;
        else if(state == WRITE)
            counter_out <= counter_out + 1;
        else
            counter_out <= 0;
    end
    always @(posedge clk or negedge rst_n) begin
        if(!rst_n) idx_a <= 15'd0;
        else begin
        if(state == WRITE) begin
            if(K_reg == 1)
                idx_a <= 1;
            else if(n_state==IDLE) begin
                idx_a <= idx_a + 15'd1;
            end
            else
              idx_a <= idx_a;
        end
        else if(state == IDLE && counter_a == a_offset)begin
            idx_a <= 0;
        end
        else if(state == FINISH)begin
            idx_a <= 15'd0;
        end
        else if(state == READ) begin
            if(counter < K_reg - 1)  
            idx_a <= idx_a + 15'd1;
        end
        else begin
            idx_a <= idx_a;
        end
        end
    end
    always @(posedge clk or negedge rst_n) begin
        if(!rst_n) idx_b <= 0;
        else begin
            if(state == IDLE && busy) begin
                idx_b <= K_reg * counter_b;  
            end
            else if(state == FINISH)begin
                idx_b <= 15'd0;
            end
            else if(state == READ) begin
                if(counter < K_reg )  
                    idx_b <= idx_b + 1;
            end
        end
    end
    always @(posedge clk or negedge rst_n) begin
        if(!rst_n) idx_c <= 0;
        else begin
            if(state == FINISH)
                idx_c <= 0;
            else if(state == WRITE && n_state == WRITE)
                idx_c <= idx_c + 1;
            else
                idx_c <= idx_c;
        end
    end
    assign A_data_in = 0;
    assign B_data_in = 0;
    assign C_data_in = (!rst_n) ? 0 :
                   (counter_out == 2'd0) ? psum_1 :
                   (counter_out == 2'd1) ? psum_2 :
                   (counter_out == 2'd2) ? psum_3 :
                   (counter_out == 2'd3) ? psum_4 : 0;
endmodule
[flow/run.sh]
#!/bin/bash
# OpenROAD 26Q1-2900-gdf79404cd8, Yosys 0.63+post, stock flow scripts
make -C /OpenROAD-flow-scripts/flow DESIGN_CONFIG=/design/flow/config.mk WORK_HOME=/design/flow/orfs finish
==> out/results.ini <==
[outcome]
outcome = complete, no violations

[timing]
tightest_slew_ns = 0.848
worst_setup_skew_after_layout_ns = 0.0364
ratio_of_final_minimum_period_to_clock_period = 0.417
setup_repair_after_global_routing_missed_its_margin = no
final.min_clock_period_ns = 86.72
fmax_mhz = 11.5
max-slew-margin-rel = 0.435
setup_violation_total_in_the_final_timing_report = 0
final_tns_setup_ns = 0
drv_slew = 0
final_hold_vio_count = 0

[synth]
yosys-stat-cells = 12400
netlist_area_um2 = 109000
seq_area_frac_synth = 0.234
dominantRegCellSynth = dfrtp_1
yosys.cell_types.count = 87
yosysWarningCount = 5
postSynth.asyncResetShare = 0.976
synth.ff_latch_count = 1010
syn-mean-instance-area_um2 = 8.76
syn-instance-count = 12400
post_synth_tally_of_flip_flops_with_integrated_enable = 24
ys_chip_area_um2 = 109000

[cts]
number_of_clock_sinks_seen_by_cts = 1010
cts.repair.resized = 0
clock_path_buffers = 4
tritoncts = done
worstSkewPairLatency_ns = 0.85
clk_root_buffer_cell = clkbuf_16
clk_pin_slew_ns = 0.06
hold_fix_buffers_at_cts = 0
htree_levels = 4
cts_setup_buffers = 0
tritoncts_buffers = 140

[placement]
dp_hpwl_mm = 222
gpl.final_weighted_congestion = 0.923
count_of_buffers_inserted_at_the_top_level_ports = 256

[worst_setup_path]
max_stage_delay_ns = 0.69
worstPathMaxFanout = 103
cp-start-kind = primary input
timing.critical_path.required_ns = 166.24
critical_path.slowest_cell = a21boi_0
criticalPathCategory = in2out
series_of_cell_instances_along_the_critical_path = buf_8 -> buf_4 -> buf_12 -> buf_4 -> a21boi_0 -> clkdlybuf4s50_1
cp.arrival_ns = 45.16
crit_top_cell = buf_4
critPathCaptureType = output port

[final_layout]
post_route_core_utilization = 0.336
layout-drive-gt1-share = 0.0360
area_growth_pct = 11.3

[job]
log.warning_count = 190
drv_cap = 0

[detailed_routing]
drt-vias-per-instance = 4.90
drc = 0
drt_pre_antenna_iters = 6
antenna_violating_nets_post_route = 0
dr_total_vias = 84700
route.final.wire_length_mm = 293
initialDrtViolationCount = 4672
wl_per_cell_um = 17.0

[global_route]
pin_count_of_the_biggest_net_entering_global_routing = 180
antenna_found_initial = 19
global_route_wire_length_before_repair_mm = 472
groute.usage.overall = 0.167
global_route.overflow_total = 0
first_global_vias = 83500

[floorplan]
dieArea_um2 = 364000
num_io_pins = 451
dieHeight_um = 604
rows = 220
die_width_um = 604
design.core.area_um2 = 359000
core_util_floorplan = 0.302

[worst_hold_path]
hold_path.class = reg2reg

Yosys cell counts, drive strengths merged, types with 51 or more instances:
cell    instances  area [um^2]
nand2        1586         5950
inv          1535         5760
ha           1071        13400
dfrtp         986        24700
fa            927        18600
o21ai         744         3720
a21oi         525         2630
clkbuf        480         1810
xnor2         478         4190
and2          453         2830
nor2          431         1620
and3          421         2640
xor2          294         2570
nand3         242         1210
a21o          240         1800
a22o          199         1740
nor2b         162         1010
nand2b        129          807
a22oi         124          931
buf           114          708
o21bai        109          818
nor3          108          541
o211ai         96          721
a21boi         87          653
o31ai          86          646
o21a           82          616
a221o          77          771
nand4          62          388
a211oi         54          410
a31oi          51          319
through the flow:
step / hold slack, ns / setup slack (ns) / cells / cell area, um^2
2_1_floorplan: 0.460 / 124.09 / 12500 / 109000
3_3_place_gp: 0.471 / 120.91 / 17000 / 116000
3_5_place_dp: 0.479 / 120.90 / 17000 / 116000
4_1_cts: 0.492 / 120.89 / 17300 / 121000
5_1_grt: 0.499 / 120.76 / 17300 / 121000
6_report: 0.492 / 121.08 / 17300 / 121000
cells in the final DEF, fill, tap and decap left out, types with 109 or more instances in the layout:
cell type	Yosys	layout
a22o_1	199	199
nand2_1	1586	1584
inv_1	1535	1534
a21o_1	240	240
a22oi_1	124	124
clkdlybuf4s50_1	0	255
xor2_1	294	294
dfrtp_1	986	984
and2_1	453	451
ha_1	1071	1071
nand2b_1	129	129
buf_4	74	116
a21oi_1	524	523
fa_1	927	927
nand3_1	242	242
o21bai_1	109	109
and3_1	420	419
nor2b_1	162	162
xnor2_1	478	466
o21ai_0	741	741
nor2_1	431	430
clkbuf_16	0	142
area by class of cell:
cell class | instances | area, um^2
flip-flops and latches | 1010 | 25400
repair buffers | 380 | 3600
clock inverters | 69 | 905
diodes | 7 | 17.5
clock buffers | 181 | 3870
fillers | 36700 | 239000
well taps | 4773 | 5970
inverters | 1536 | 5770
multi-input cells | 9318 | 75300
worst max-delay path: cells and delay by family:
family                 cells  cell delay, ns
AOI/OAI and AO/OA          1            0.69
buffers and inverters      5            2.68
cell families after synthesis:
logic type	Yosys count	share of synthesized area
flops	1010	0.234
compound gates	2692	0.163
fa+ha+maj	1998	0.294
simple gates	3772	0.168
buf+inv	2130	0.0763
mux	18	0.00167
other cells	1	0.0000345
xor+xnor	772	0.0623
final timing paths:
kind / start / to / slack, ns / cells after the start
hold reg to reg: B_loader.temp_out4[16] / B_loader.out[0] / 0.49 / 1
hold / removal: B_loader.temp_out4[16] / B_loader.out[0] / 0.49 / 1
max in group asynchronous: rst_n / A_loader.temp_out3[8] / 163.45 / 6
min in group asynchronous: rst_n / ctrl.idx_b[1] / 40.64 / 1
setup reg to reg: ctrl.state[0] / systolic.pe5.maccout[31] / 196.00 / 39
setup / recovery: rst_n / C_data_in[7] / 121.08 / 6
layer usage:
metal | global-route usage | wire, um | part of all wire | vias up
li1 | - | - | - | 41700
met1 | 0.244 | 136000 | 0.46 | 41000
met2 | 0.259 | 133000 | 0.45 | 1601
met3 | 0.0354 | 16500 | 0.056 | 344
met4 | 0.0392 | 8470 | 0.029 | 10
met5 | 0 | 68 | 0.00023 | -
